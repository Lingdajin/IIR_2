==> flow/design.v <==
module IIR (
    input               clk,
    input               rst_n,
    input               [7:0] adc,        
    output              [7:0] dac ,        
    output              adc_clk,
    output              dac_clk
);
reg [7:0] clk_divide_counter;
reg clk_1M_reg;
wire clk_1M;
always @(posedge clk or negedge rst_n) begin
    if(!rst_n) begin
        clk_1M_reg <= 1'b0;  
        clk_divide_counter <= 8'd0;  
    end
    else begin
        if(clk_divide_counter == 8'd11) begin  
            clk_1M_reg <= ~clk_1M_reg;  
            clk_divide_counter <= 8'd0;  
        end
        else begin
            clk_divide_counter <= clk_divide_counter + 1'b1;  
        end
    end
end
assign clk_1M = clk_1M_reg;  
assign adc_clk = clk_1M_reg;  
assign dac_clk = clk_1M_reg;  
localparam signed [15:0] A0 = 16'sd276;     
localparam signed [15:0] A1 = 16'sd553;     
localparam signed [15:0] A2 = 16'sd276;     
localparam signed [15:0] B1 = -16'sd4682;   
localparam signed [15:0] B2 = 16'sd1691;    
reg signed [8:0] x_d1, x_d2;
reg signed [8:0] y_d1, y_d2;
wire signed [31:0] term_a0, term_a1, term_a2;
wire signed [31:0] term_b1, term_b2;
wire signed [31:0] y_full;
assign term_a0 = A0 * x;
assign term_a1 = A1 * x_d1;
assign term_a2 = A2 * x_d2;
assign term_b1 = B1 * y_d1;
assign term_b2 = B2 * y_d2;
assign y_full = term_a0 + term_a1 + term_a2 - term_b1 - term_b2;
wire signed [8:0] y;
wire signed [8:0] x;
assign x = {1'b0,adc};  
assign y = {y_full >>> 12};
assign dac = y[7:0];  
always @(posedge clk_1M or negedge rst_n) begin
    if (!rst_n) begin
        x_d1 <= 8'd0;
        x_d2 <= 8'd0;
        y_d1 <= 8'd0;
        y_d2 <= 8'd0;
    end else begin
        x_d1 <= x;
        x_d2 <= x_d1;
        y_d1 <= y;
        y_d2 <= y_d1;
    end
end
endmodule
==> flow/run.sh <==
#!/bin/bash
# OpenROAD 26Q1-2900-gdf79404cd8, Yosys 0.63+post, stock flow scripts
make -C /OpenROAD-flow-scripts/flow DESIGN_CONFIG=/design/flow/config.mk WORK_HOME=/design/flow/orfs finish
==> flow/config.mk <==
export PLATFORM = sky130hd
export DESIGN_NAME = IIR
export DESIGN_NICKNAME = IIR
export VERILOG_FILES = /design/flow/design.v
export SDC_FILE = /design/flow/constraint.sdc
export NUM_CORES = 4
export LEC_CHECK = 1
export CORE_UTILIZATION = 40
==> flow/constraint.sdc <==
current_design IIR

set clk_period 25.0
set clk_io_pct 0.2

create_clock -name clk0 -period $clk_period [get_ports {clk}]

set non_clock_inputs [all_inputs -no_clocks]
set_input_delay [expr $clk_period * $clk_io_pct] -clock clk0 $non_clock_inputs
set_output_delay [expr $clk_period * $clk_io_pct] -clock clk0 [all_outputs]
==> impl_metrics.csv <==
group,metric,value,unit
synth,synth_cells,938,
floorplanning,die_x,156,µm
synth,ys_async_sr_fraction,1.00,
floorplanning,die_height,156,µm
route,routed_wl,17400,µm
global_routing,grt_pass1_wl,30600,µm
setup_path,worst-path-max-fanout,4,
setup_path,worstReg2RegStart,"clk_divide_counter[5]",
route,drt_iter0_drc,102,
timing,finalHoldViolCount,0,
timing,drv_slew,0,
synth,synthDistinctLibCells,45,
global_routing,track_usage,0.168,
cts,htree_levels,1,
route,viasPerCell,4.62,
timing,slew_headroom,0.581,
placed_design,hpwl,16000,µm
flow_run,cap_violations,0,
synth,syn_avg_cell_area,10.0,µm²
synth,ys_seq_elements,43,
cts,numCtsBuffers,3,
min_path,min_to,"clk_divide_counter[7]",
setup_path,start_kind,"primary input",
setup_path,required,20.00,ns
cts,cts_tree,"yes",
min_path,min_path_cells,1,
floorplanning,core-area,22800,µm²
synth,synth_top_flop_cell,"dfrtp_1",
flow_run,tool_warnings,31,
cts,clk_latency,0.23,ns
floorplanning,initial_utilization,0.413,
finish,drive_gt1_frac,0.0147,
synth,syn_area,9430,µm²
synth,top_area_frac,0.309,
min_path,min_from,"clk_divide_counter[7]",
cts,post_cts_buffers,0,
cts,ctsHoldBuffers,0,
cts,cts.path.max_buffers,2,
timing,period_minus_slack,18.84,ns
global_routing,grt-ovfl-total,0,
floorplanning,die-area,24200,µm²
floorplanning,io_pins,20,
timing,whs,0.477,ns
synth,ys_chip_area,9430,µm²
synth,yosysTopAreaCell,"ha_1",
setup_path,r2r_end,"clk_1M_reg",
timing,setup_viol,0,
timing,worstMarginPinSlew,0.628,ns
cts,cts.clk_slew.worst_paths,0.04,ns
timing,final.setup.tns,0,ns
setup_path,regToRegSetupSlack,23.29,ns
placed_design,io_buffers,19,
timing,untimed_endpoints,34,
global_routing,grt_max_degree,44,
finish,syn_to_final_growth,6.44,%
min_path,worstHoldPathType,"flip-flop to flip-flop",
synth,synth_sequential_area_ratio,0.114,
global_routing,grt_pass1_vias,6187,
setup_path,critPathKind,"primary input to output pin",
synth,ys_cells,938,
route,ant_nets,0,
cts,ctsRootBufferMaster,"clkbuf_16",
route,detail_route.wl_per_cell,13.7,µm
placed_design,gp_congestion,0.890,
setup_path,crit_slowest_cell,"fa_1",
route,drc,0,
setup_path,critPathCaptureType,"output pin",
route,drtPass1Iterations,4,
outcome,outcome,"finished clean",
setup_path,slowest_delay,0.57,ns
timing,unclocked_regs,34,
setup_path,crit_top_cell,"ha_1",
timing,fin_crit_sh,0.754,
synth,yosysWarnings,1,
timing,clock_skew,0.00145,ns
finish,largestRegisters,"y_d1 (9), y_d2 (9)",
synth,edf_count,0,
cts,postCtsResizedCells,0,
global_routing,antenna_found_initial,0,
synth,topCellsByArea,"ha_1 (31%), fa_1 (28%), dfrtp_1 (11%)",
floorplanning,num_rows,55,
route,vias,5854,
setup_path,critPathArrivalTime,13.84,ns
route,antenna_cells,0,
timing,grt_setup_unrepaired,"no",
timing,fmax,53.1,MHz
setup_path,reg2regPathDepth,3,
worst max-delay path: cells and delay by family:
| kind | cells | cell delay [ns] |
|---|---|---|
| compound gates | 8 | 1.69 |
| xor+xnor | 3 | 0.41 |
| fa+ha+maj | 14 | 5.12 |
| buf+inv | 7 | 1.28 |
| simple gates | 3 | 0.34 |
synthesized netlist by cell type (6+ instances only):
master,n
nand2_1,21
o21a_1,8
nor2b_1,9
xor2_1,26
a21oi_1,35
buf_4,9
o211ai_1,6
fa_1,133
ha_1,233
o21ai_0,18
nor2_1,18
nor3_1,10
xnor2_1,43
inv_1,253
dfrtp_1,43
a21o_1,16
worst max path at each step:
stage                  start      to  slack [ns]
after CTS             adc[1]  dac[7]        6.04
after global routing  adc[1]  dac[7]        5.52
final                 adc[1]  dac[7]        6.16
per-layer routing:
layer  wire (µm)  vias up  track usage
li1            -     3013            -
met5           0        -            0
met4         100        0      0.00840
met3         586        6       0.0207
met1        8560     2764        0.265
met2        8140       71        0.271
cell usage in the layout (no fill, tap or decap), types with 2 or more instances in the layout:
| cell type | instances |
|---|---|
| xor2_1 | 26 |
| nand2_1 | 21 |
| nand2b_1 | 5 |
| dfrtp_1 | 43 |
| o21ai_0 | 18 |
| nand3_1 | 5 |
| o21a_1 | 8 |
| a21o_1 | 16 |
| a211o_1 | 2 |
| nor2b_1 | 9 |
| o211ai_1 | 6 |
| nand4_1 | 2 |
| nor2_1 | 18 |
| a31oi_1 | 5 |
| a21oi_1 | 35 |
| ha_1 | 233 |
| or4_1 | 2 |
| clkbuf_16 | 3 |
| or3_1 | 2 |
| nor3_1 | 10 |
| and3_1 | 5 |
| buf_4 | 3 |
| o41ai_1 | 2 |
| xnor2_1 | 43 |
| fa_1 | 133 |
| clkdlybuf4s50_1 | 18 |
| or2_2 | 4 |
| inv_1 | 253 |
| o21bai_1 | 5 |
through the flow:
stage          setup slack, ns   util  cells  instance area [µm²]
6_report                  6.16  0.439   1267                10000
5_1_grt                   5.52  0.439   1267                10000
4_1_cts                   6.04  0.439   1267                10000
3_5_place_dp              6.11  0.436   1263                 9950
3_3_place_gp              6.08  0.436   1263                 9950
2_1_floorplan             7.57      -    938                 9430
area by class of cell:
class	count	area, µm²
sequential	43	1080
tap	313	392
clock buffer	4	78.8
fill	2238	12800
multi-input combinational	632	7330
timing repair buffer	22	208
inverter	253	950
cell families (layout without fill, tap and decap cells):
logic type,count (synthesis),after routing,share of synthesized area
adders and majority gates,366,366,0.592
xor gates and xnor gates,69,69,0.0641
DFF,43,43,0.114
AOI/OAI and AO/OA,111,111,0.0757
muxes,2,2,0.00226
and+or+nand+nor,84,84,0.0437
buffers and inverters,263,279,0.108
